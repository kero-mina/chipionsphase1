--- config.mk ---
export PLATFORM = sky130hd
export DESIGN_NAME = ALU
export DESIGN_NICKNAME = ALU
export VERILOG_FILES = /design/flow/design.v
export SDC_FILE = /design/flow/constraint.sdc
export NUM_CORES = 4
export LEC_CHECK = 1
export CORE_AREA = 10 10 101 101
export DIE_AREA = 0 0 111 111
--- constraint.sdc ---
current_design ALU

set clk_period 3.6
set clk_io_pct 0.2

create_clock -name clk0 -period $clk_period

set non_clock_inputs [all_inputs -no_clocks]
set_input_delay [expr $clk_period * $clk_io_pct] -clock clk0 $non_clock_inputs
set_output_delay [expr $clk_period * $clk_io_pct] -clock clk0 [all_outputs]
--- design.v ---
module FA1bit (input A,B,C_in, output Sum, C_out);
assign Sum = A ^ B ^ C_in;
assign C_out = (A&B) | (B&C_in) | (A&C_in);
endmodule
module FA8bit #(parameter n =8)(input [n-1:0]a,b , input c_in, output [n-1:0]sum, output c_out);
wire [n-1:0] b_xored;
wire [n:0] c;
assign c[0] = c_in;
assign c_out = c[n];
generate
genvar i; 
for(i = 0 ; i<8; i=i+1) begin
assign b_xored[i] = b[i]^c[0];
end 
for (i = 0; i<8; i=i+1) begin
FA1bit FA(.A(a[i]),.B(b_xored[i]),.C_in(c[i]),.Sum(sum[i]),.C_out(c[i+1]));
end
endgenerate 
endmodule
module ALU #(parameter n =8)(input [n-1:0]a,b, input [2:0] op, input c_in, output reg [7:0] out, output wire c_out, output reg c_flag, output reg zero);
wire [7:0] sum;
FA8bit adder(.a(a),.b(b),.c_in(c_in),.sum(sum),.c_out(c_out));
always @(*) begin
case(op)
3'b000: out <= sum;
3'b001: out <= sum;
3'b010: out <= a&b;
3'b011: out <= a|b;
3'b100: out <= a^b;
3'b101: out <= (a>b)?1'b1:1'b0;
3'b110: out <= a<<1;
3'b111: out <= b<<1;
default: out <= 8'b0;
endcase
zero = (out==8'b0);
c_flag = (a>b)?1'b1:1'b0;
end 
endmodule
`timescale 1ns/1ps
module alu_tb;
reg [7:0] a,b;
reg[2:0] op;
reg c_in;
wire [7:0] out;
wire cout;
wire cflag;
wire zero;
ALU dut (.a(a),.b(b),.op(op),.c_in(c_in), .out(out), .c_out(c_out), .c_flag(c_flag), .zero(zero));
initial 
begin 
a = 8'd95;
b = 8'd14;
op= 3'b000;
c_in = op[0];
#10;
op= 3'b001;
c_in = op[0];
#10;
op= 3'b010;
c_in = op[0];
#10;
op= 3'b011;
c_in = op[0];
#10;
op= 3'b100;
c_in = op[0];
#10;
op= 3'b101;
c_in = op[0];
#10;
op= 3'b110;
c_in = op[0];
#10;
op= 3'b111;
c_in = op[0];
#10;
end
endmodule
--- run.sh ---
#!/bin/bash
# OpenROAD 26Q1-2900-gdf79404cd8, Yosys 0.63+post, stock flow scripts
make -C /OpenROAD-flow-scripts/flow DESIGN_CONFIG=/design/flow/config.mk WORK_HOME=/design/flow/orfs finish
==> impl_metrics.py <==
# Generated from Yosys and OpenROAD reports
metrics = {
    "finish": {
        "logic_area_um2": 1211,
        "num-clock-buffers": 0,
        "final_cell_mix": "buf_4, ha_1, inv_1, nor2_1, inv_2",
        "num-fill-cells": 844,
        "area_growth_pct": 89.84,
        "utilization": 0.2672,
        "drive_gt1_frac": 0.5217,
        "flops": 0,
        "regArea_um2": 0,
        "fin_area_um2": 2173,
        "layout.cells.most_common": "buf_4",
    },
    "grt": {
        "grt_max_degree": 13,
        "use_met1": 0.08568,
        "grt_pass1_wl_mm": 6.589,
        "use_met3": 0.02573,
        "grt_overflow": 0,
        "gr-usage-all-layers": 0.06258,
        "antenna_found_initial": 3,
        "met2_usage": 0.09434,
        "first_global_vias": 1343,
        "grt-busiest-layer": "met2",
    },
    "critical_path": {
        "worstSetupEndpointType": "output pin",
        "critPathRequiredTime_ns": 2.88,
        "crit_family": "adder cells",
        "start_kind": "input port",
        "cp_slowest_stage_delay_ns": 0.40,
        "crit_fanout": 2,
        "crit_path_cell_trace": "buf_8 -> xor2_4 -> fa_2 -> inv_2 -> fa_2 -> fa_2 -> fa_2 -> fa_2 -> fa_2 -> inv_2 -> fa_1 -> o32a_1 -> buf_6 -> nor4_4 -> buf_2",
        "path_buffers": 5,
        "cpMostUsedCell": "fa_2",
        "cp_slowest_cell": "fa_1",
        "criticalPathCategory": "in2out",
        "cp_data_arrival_time_ns": 4.09,
    },
    "drt": {
        "postRouteAntennaNets": 0,
        "routed_wirelength_mm": 3.814,
        "dr.first_iter.drc_count": 15,
        "viasPerCell": 3.685,
        "wire_per_inst_um": 11.32,
        "first_pass_iters": 5,
        "drcViolationCount": 0,
        "vias": 1242,
    },
    "synth": {
        "yosysChipArea_um2": 1145,
        "synth_top_area_share": 0.2623,
        "synth_area_leader_cell": "ha_1",
        "synth_area_per_cell_um2": 7.896,
        "synthCells": 145,
        "ys_cells": 145,
        "synth_area_um2": 1145,
        "synthDistinctLibCells": 38,
        "synth.area.top_cells": "ha_1, fa_1, inv_1, nor2_1, mux2i_1",
        "yosys.stat.seqShare": 0,
        "synth.yosys.warnings": 1,
    },
    "timing": {
        "worstMarginPinSlew_ns": 0.4391,
        "setup_slack_ns": -1.206,
        "fmax_mhz": 208.1,
        "finalCriticalPeriod_ns": 4.806,
        "slew_headroom": 0.6997,
        "hold_slack_ns": 1.942,
        "finalClockPeriodUsage": 1.335,
        "grt_setup_unrepaired": "yes",
        "hold_viol_final": 0,
        "finalSetupViolCount": 5,
        "drv_slew": 0,
    },
    "die": {
        "fp.dieH_um": 111,
        "ioPinCount": 31,
        "floorplan.core_util": 0.1407,
        "fp-row-count": 33,
        "chip_area_um2": 12320,
        "fp.dieW_um": 111,
        "core_area_um2": 8134,
    },
    "hold_path": {
        "hp-class": "in2out",
    },
    "place": {
        "gp_congestion": 0.8892,
        "dpl_cell_area_um2": 1998,
        "pre_cts_slack_ns": -2.034,
        "place_hpwl_mm": 3.361,
        "io_buffers": 31,
    },
    "power": {
        "total_power_uw": 297.0,
        "irDropWorstVdd_v": 0.00003557,
        "power.density_nw_per_um2": 136.7,
        "leakage_nw": 1.028,
    },
    "run_status": {
        "status": "finished with violations",
        "violations": "setup timing",
    },
    "run": {
        "warnings": 51,
        "maxCapViolCount": 0,
    },
}
## kinds of logic after synthesis
logic type | count (synthesis) | synth area share
XOR/XNOR | 7 | 0.05355
buffers and inverters | 30 | 0.1104
AND/OR/NAND/NOR | 40 | 0.2033
adder cells (fa/ha/maj) | 31 | 0.3847
multiplexers | 7 | 0.06230
AND-OR/OR-AND | 30 | 0.1858
## repair_timing
item	in CTS	in global routing
hold buffers	0	0
pin swaps	18	16
setup endpoints to repair	11	10
buffers inserted	8	3
gates resized	88	15
## per-layer routing
metal | up-vias | wire length [µm]
met5 | - | 0
met4 | 0 | 0
met3 | 0 | 374
met2 | 29 | 1608
met1 | 548 | 1831
li1 | 665 | -
## path summary, 6_finish.rpt
| path | from | endpoint | slack (ns) | cells past startpoint |
|---|---|---|---|---|
| worst max-delay path | b[1] | zero | -1.21 | 15 |
| worst min-delay path | b[4] | out[5] | 1.94 | 5 |
## worst min-delay path, delay by kind of cell
family | cells | cell delay [ns]
buf+inv | 3 | 0.32
simple gates | 1 | 0.09
compound gates | 1 | 0.09
## power breakdown
part              total, mW  switching (mW)  leakage [nW]  internal (mW)
Combinational         0.297           0.128          1.03          0.169
Clock          0.0000000742               0     0.0000127   0.0000000742
Sequential                0               0             0              0
## per-stage QoR
stage	instances	setup TNS, ns
2_1_floorplan	145	-2.261
3_3_place_gp	330	-10.41
3_5_place_dp	330	-10.66
4_1_cts	335	-5.530
5_1_grt	337	-4.412
6_report	337	-3.787
## Yosys cell counts (2+ instances only)
master,number
and3b_1,2
xor2_1,2
nand2_1,5
mux2i_1,6
ha_1,24
a211oi_1,2
o32ai_1,4
inv_1,24
o31ai_1,2
a21oi_1,9
buf_2,2
nand2b_1,5
fa_1,7
nor2_1,18
o2bb2ai_1,3
buf_4,3
o21ai_0,2
xnor2_1,5
## layout make-up
| class | count | area share |
|---|---|---|
| multi-input cells | 115 | 0.5573 |
| repair buffers | 91 | 0.3374 |
| well taps | 105 | 0.06045 |
| inverters | 24 | 0.04260 |
| diodes | 2 | 0.002303 |
Power and IR drop assume default switching activity.
