**flow/config.mk**
```make
export PLATFORM = sky130hd
export DESIGN_NAME = detector_1101
export DESIGN_NICKNAME = detector_1101
export VERILOG_FILES = /design/flow/design.v
export SDC_FILE = /design/flow/constraint.sdc
export NUM_CORES = 4
export LEC_CHECK = 1
export CORE_AREA = 10 10 70 70
export DIE_AREA = 0 0 80 80
```
**flow/constraint.sdc**
```tcl
current_design detector_1101

set clk_period 1.0
set clk_io_pct 0.2

create_clock -name clk0 -period $clk_period [get_ports {clk}]

set non_clock_inputs [all_inputs -no_clocks]
set_input_delay [expr $clk_period * $clk_io_pct] -clock clk0 $non_clock_inputs
set_output_delay [expr $clk_period * $clk_io_pct] -clock clk0 [all_outputs]
```
**flow/design.v**
```verilog
module detector_1101(
    input clk,nrst,in,
    output reg detector
    );
    localparam A=3'b000,
               B=3'b001,
               C=3'b010,
               D=3'b011,
               E=3'b100;
  reg [2:0] state,next_state;
    always @(posedge clk, negedge nrst)
            begin
                if (!nrst)
                    state <= A;
                else
                    state <= next_state;
            end
      always@(*)
      begin
                next_state = state;  
                detector = 1'b0;
      case(state)
        A:
               if(in)
                   next_state = B;
                else 
                   next_state = A;
        B: 
                if(in)
                    next_state = C;
                else
                    next_state = A;
        C:
               if(~in)
                     next_state = D;
               else
                      next_state = B;
        D: 
          if(in) begin
                      next_state = E;
                      detector=1'b1;
          end
                 else
                      next_state = A;
        E:        
          if(in) 
                    next_state = C;
                 else
                     next_state = A;
        default: next_state = A;
      endcase
      end   
endmodule
```
**flow/run.sh**
```bash
#!/bin/bash
# OpenROAD 26Q1-2900-gdf79404cd8, Yosys 0.63+post, stock flow scripts
make -C /OpenROAD-flow-scripts/flow DESIGN_CONFIG=/design/flow/config.mk WORK_HOME=/design/flow/orfs finish
```
==> flow_metrics.env <==
# physical design summary
export IMPL_cts_setup_buffers=0
export IMPL_overflow=0
export IMPL_fp_util_pct=4.84
export IMPL_yosys_area_top_type="dfrtp_1"
export IMPL_finalCritPeriodShare_pct=106
export IMPL_cts_root_buf="clkbuf_4"
export IMPL_sw_frac_of_total_pct=21.7
export IMPL_dp_hpwl_um=258
export IMPL_drive_gt1_share_pct=36.8
export IMPL_insertion_delay_ns=0.24
export IMPL_cts_hold_buffers_added=0
export IMPL_grt_pass1_wl_um=724
export IMPL_max_clock_freq_mhz=947
export IMPL_largest_register_ffs=5
export IMPL_place_gp_congestion=0.713
export IMPL_stdcell_count=66
export IMPL_hold_path_class="in -> async"
export IMPL_synth_area_um2=165
export IMPL_dieWidth_um=80
export IMPL_area_growth_pct=75.8
export IMPL_rsz0062_at_grt="true"
export IMPL_cp_top_family="flip-flops"
export IMPL_holdWs_ns=0.177
export IMPL_clockPowerShare_pct=47.9
export IMPL_cts_buffers=3
export IMPL_remaining_drc_errors=0
export IMPL_warnings=27
export IMPL_portBuffers=3
export IMPL_yosysWarnings=1
export IMPL_power_switching_w=0.000108
export IMPL_finalHoldViolCount=0
export IMPL_vdd_drop_max_v=0.000246
export IMPL_top_area_share_pct=60.6
export IMPL_crit_path_end_kind="output port"
export IMPL_coreArea_um2=3420
export IMPL_viasPerCell=1.71
export IMPL_reg_largest_list="state (5)"
export IMPL_cts_tree="done"
export IMPL_htree_levels=1
export IMPL_p_per_area_nw_per_um2=1710
export IMPL_violations="negative setup slack"
export IMPL_cts_buffer_depth=2
export IMPL_cp_arrival_ns=0.86
export IMPL_crit_slowest_cell="dfrtp_1"
export IMPL_fin_skew_ns=0.000994
export IMPL_finalSetupViolCount=1
export IMPL_period_needed_ns=1.06
export IMPL_layout_setup_ws_ns=-0.0563
export IMPL_clk_pin_slew_ns=0.04
export IMPL_drtPass1Iterations=2
export IMPL_outcome="finished, violations left"
export IMPL_maxSlewHeadroom_pct=81.2
export IMPL_ys_cells=11
export IMPL_drtIter0Drc=3
export IMPL_avgSynthCellArea_um2=15.0
export IMPL_largest_register="state"
export IMPL_netlist_cell_type_count=7
export IMPL_sequentialPowerShare_pct=45.6
export IMPL_yosysChipArea_um2=165
export IMPL_syn_inst=11
export IMPL_power_frac_comb_pct=6.5
export IMPL_path_max_fanout=2
export IMPL_fp_row_count=21
export IMPL_vias=113
export IMPL_finish_utilization_pct=8.50
export IMPL_grt_max_degree=6
export IMPL_cap_viol_max_count=0
export IMPL_worstMarginPinSlew_ns=0.279
export IMPL_pin_count=4
export IMPL_wl_per_cell_um=5.86
export IMPL_clkSinkCount=5
export IMPL_antenna_found_initial=1
export IMPL_ant_nets=0
export IMPL_postSynthSeqShare_pct=76.5
export IMPL_critPathMaxStageDelay_ns=0.37
export IMPL_critical_path_n_buffers_inverters=1
export IMPL_dp_cells=61
export IMPL_p_leak_nw=0.116
export IMPL_path_cells="and2_4, buf_6"
export IMPL_grt_pass1_vias=148
export IMPL_wl_um=387
export IMPL_critPathKind="reg -> out"
export IMPL_die_y_um=80
export IMPL_slew_violations=0
export IMPL_track_usage_pct=1.60
export IMPL_synthTopCellsByArea="dfrtp_1 61%, dfstp_2 16%, o21a_1 9.1%, and2_2 4.5%, nor2b_1 3.8%"
export IMPL_chipArea_um2=6400
export IMPL_p_int_w=0.000388
export IMPL_synth_seq_cells=5
export IMPL_critical_path_required_ns=0.80
export IMPL_worst_setup_path_start_kind="register"
[cells in the mapped netlist]
master,instances
dfstp_2,1
and2_2,1
dfrtp_1,4
nor2_1,1
o21a_1,2
nor4_1,1
nor2b_1,1
[per-layer routing]
layer	vias to the layer above	part of all wire [%]	track usage (%)
met5	-	0	0
met4	0	0	0.176
met3	0	25	2.73
met2	6	33	1.61
met1	54	42	1.61
li1	53	-	-
[power by group through the flow]
| stage | combinational (W) | clock (W) | sequential, W |
|---|---|---|---|
| CTS | 0.0000315 | 0.000252 | 0.000226 |
| global route | 0.0000382 | 0.000273 | 0.000227 |
| finish | 0.0000321 | 0.000238 | 0.000226 |
[logic make-up (layout without fill, tap and decap cells)]
| logic type | Yosys count | after routing | share of synthesized area, % |
|---|---|---|---|
| other | 0 | 1 | 0 |
| DFF | 5 | 5 | 76.5 |
| and+or+nand+nor | 4 | 4 | 14.4 |
| AOI/OAI and AO/OA | 2 | 2 | 9.09 |
| buffers and inverters | 0 | 8 | 0 |
[cell type report]
class                           count  area, um^2
Fill cell                         402        3130
Multi-Input combinational cell      6        40.0
Tap cell                           46        57.6
Antenna cell                        1        2.50
Sequential cell                     5         126
Clock buffer                        4        26.3
Timing Repair Buffer                4        37.5
[cells in the final DEF, fill, tap and decap left out]
cell             instances
and2_4                   1
nor2_1                   1
dfstp_2                  1
clkbuf_1                 1
buf_6                    1
clkbuf_4                 3
diode_2                  1
dfrtp_1                  4
o21a_1                   2
nor2b_1                  1
buf_4                    1
clkdlybuf4s50_1          1
nor4_1                   1
dlygate4sd2_1            1
[final timing paths]
path                                     from                  to  slack, ns  cells past startpoint
min                                      nrst  state[1]$_DFF_PN0_       0.18                      1
min in group clk0                          in  state[0]$_DFF_PN1_       0.35                      3
max in group asynchronous                nrst  state[0]$_DFF_PN1_       0.57                      1
min reg2reg                state[3]$_DFF_PN0_  state[2]$_DFF_PN0_       0.49                      1
max                        state[4]$_DFF_PN0_            detector      -0.06                      2
max reg2reg                state[1]$_DFF_PN0_  state[0]$_DFF_PN1_       0.15                      2
[per-stage QoR]
step | TNS, ns | area, um^2 | worst slack, ns | power [W]
floorplan | 0 | 165 | 0.265 | 0.000239
global placement | -0.472 | 260 | -0.472 | 0.000258
detailed placement | -0.473 | 260 | -0.473 | 0.000261
CTS | -0.0755 | 282 | -0.0755 | 0.000510
global route | -0.114 | 290 | -0.114 | 0.000538
finish | -0.0563 | 290 | -0.0563 | 0.000496
[what timing repair did]
action,CTS,global route
resized,5,1
endpoints found under the hold margin,0,0
pin swaps,1,0
endpoints found under the setup margin,1,1
Power figures rest on the tool's default switching activity, not on a simulated workload.
